`design/flow/run.sh`:
```
#!/bin/bash
# OpenROAD 26Q1-2900-gdf79404cd8, Yosys 0.63+post, stock flow scripts
make -C /OpenROAD-flow-scripts/flow DESIGN_CONFIG=/design/flow/config.mk WORK_HOME=/design/flow/orfs finish
```
`design/flow/config.mk`:
```
export PLATFORM = sky130hd
export DESIGN_NAME = clk_divider
export DESIGN_NICKNAME = clk_divider
export VERILOG_FILES = /design/flow/design.v
export SDC_FILE = /design/flow/constraint.sdc
export NUM_CORES = 4
export LEC_CHECK = 1
export CORE_AREA = 10 10 89 89
export DIE_AREA = 0 0 99 99
```
`design/flow/constraint.sdc`:
```
current_design clk_divider

set clk_period 4.9
set clk_io_pct 0.2

create_clock -name clk0 -period $clk_period [get_ports {clk}]

set non_clock_inputs [all_inputs -no_clocks]
set_input_delay [expr $clk_period * $clk_io_pct] -clock clk0 $non_clock_inputs
set_output_delay [expr $clk_period * $clk_io_pct] -clock clk0 [all_outputs]
```
`design/flow/design.v`:
```
module clk_divider(clk, inter_clk);
input	clk;
output reg inter_clk;
reg [25:0] clk_cnt;
always@(posedge clk)
	begin
	if(clk_cnt == 26'd25_000_000) 
		begin
			clk_cnt <= 26'd0;
			inter_clk <= 1;
		end
		else begin
			clk_cnt <= clk_cnt + 1'b1;
			inter_clk <= 0;
		end
	end
endmodule
```
==> commit_impl_results.txt <==
Update PnR metrics after Yosys + OpenROAD run

* Run status: completed
- The script logs the ratio of routed vias to standard cells as between 4 and 5.
- After global routing the overflow that remains totals 0.
* Effective utilization at floorplan: roughly a fifth
* Reg-to-Reg Start: clk_cnt[0]
* Simple logic cell fraction of the synthesized area: between 20% and 30%
* Worst-path maximum fanout: 1
- Before any placement, the netlist area is recorded as 1177 um2.
* Yosys stat cell total: about 130
* Top logic family: simple AND/OR/NAND/NOR gates
* Starting DRC count in detailed routing: 10
- The worst setup path is captured at a primary output.
* Worst ir drop on vdd: 0.1234 mV
- Buffer levels on the longest clock path: 2
- All stages included, the depth of the critical timing path comes to 1.
- Fmax: slightly below 0.5 GHz
* Static Leak: roughly 0.00042 uW
- In this run the worst hold path is classified as reg -> reg.
- Arr. time, crit path: about 1000 ps
* TritonCTS clock tree: built
* Fill cell instance count of the final layout: 639
* Chip area line of the yosys report: between 1000 and 1500 um2
- The cell family contributing the most delay on the critical path is buffers and inverters.
- Die X-Extent: 99 um
* Combinational share of power: 0%
- The top cell type in the final layout, fill and taps aside, is dfxtp_1.
* Number of logged tool warnings: 26
- Share of cells above drive strength 1: 4.688%
* Clock-pin slew on the worst setup and hold paths: 90 ps
- Area growth from synthesis to final layout: 11.90%
- Beginning of the critical path: inter_clk
* Number of cell instances on the worst register-to-register path: 6
- Post-CTS timing repair inserted 0 buffers for setup.
- Hold violation count in the final report: 0
- Total buffers and inverters traversed by the critical path: 1
* Setup slack of the most critical reg-to-reg path: a little under 3000 ps
- Synth Warn #: 1
- The cell-mix breakdown from Yosys lists the XOR/XNOR area share as between 10 and 15%.
- Seq/Total Area, Yosys: between 40% and 50%
- Post-layout period usage: 41.05%
* Die Size: roughly 9800 um2
- In this run the remaining antenna-violating nets after routing total 0.
- Library cell with the largest summed area after synthesis: dfxtp_1
* H-tree Lvls: 1
- The final layout reports a setup TNS of 0 ps.
- Number of antenna violations at the first check in global routing: 0
- Across the run, the number of max-cap violations was 0.
- Latency at later pin: 270 ps
- Max-slew check failures listed in the final report amount to 0.
* Sum of routed wire length over all layers: 1998 um
- Post-synthesis area per instance: around 9.4 um2
* IO Port Bufs: 1
- Register bit count reported by yosys: 27
- Once detailed placement completed, the half-perimeter wirelength came to between 1000 and 1500 um.
- In the power breakdown, the internal column shows around 280 uW.
- Setup repair after global routing missed its margin: false
- Per the OpenROAD floorplan log, the height of the die is about 100 um.
- CTS Buf Count: 3
- Slew margin rel.: 50.79%
* Root buf cell: clkbuf_8
- Max incr delay on CP: roughly 450 ps
* Worst path cell trace: clkdlybuf4s50_1
- Count of different cell masters after synthesis: 25
- Entering global routing, the biggest net connects 16 pins.
- Destination of the critical timing path: inter_clk
- In the global route stage, overall resource usage came out at between 4 and 5%.
- TritonRoute output was used to compute an average wire per cell of ~9.8 um.
- The floorplan report gives the top-level pin count as 2.
- In the log, the iteration count for the first detailed-route pass is 4.
- The final timing report counts setup violations totalling 0.
- Yosys mapped a number of flops with a built-in enable equal to 0.
- Summing over every cut layer, the via total after detailed routing is slightly above 800.
- Worst hold slack after final layout: approximately 450 ps
* RR Endpoint: clk_cnt[2]
- Aoi share: 2.976%
- Minimum period implied by the final worst setup slack: 2011 ps
- On the final layout, the worst clock skew is between 3 and 4 ps.
* ANT cells: 0
* Sequential group share of total power: between 60% and 70%
* Element type at the critical path start: flip-flop
- Summing all multiplexer cells gives an area fraction of 4.251%.
* Slowest cell on crit path: clkdlybuf4s50_1
- Part of the total power dissipated in the clock network: between 30% and 40%
- CTS saw 27 sinks.
- The most common logic cells in the final layout are dfxtp_1, xnor2_1, nor2_1.
- Data required time at the worst endpoint: around 3900 ps
* Core Area: approximately 6000 um2
* Net Sw Power: 65.25 uW
- The transition time recorded at the tightest slew-check pin is about 730 ps.
- Routability cong.: just over 0.8
* Area share of the largest cell type after synthesis: between 40 and 50%
* Total power density per cell area: 259.0 nW/um2
* Syn Inst Count: 125
- Ranked by total cell area, the synthesized netlist is headed by dfxtp_1, xnor2_1, nand3_1, mux2i_1, nor2_1.
- After synthesis, the share of flip-flops with an asynchronous set or reset is 0%.
- For this run, the leading register cell type out of synthesis is dfxtp_1.
- Row cnt: 28
- Total of hold buffers inserted after clock tree synthesis: 0
- The first global-routing pass estimated roughly 3700 um of wire.
- Post_cts resized: 0
- The number of global-route vias before repair is 802.
- Switch share: a little under a fifth
- Count of unresolved DRC violations after routing: 0
- For reference, the most critical setup path is categorized as reg -> out.
- Summing the areas of all fa, ha and maj instances in the mapped netlist gives 2.125% of the synthesized area.
power by group through the flow:
stage / clock (uW) / sequential (uW) / combinational, uW
CTS: 130 / 219 / 0.000179
finish: 122 / 219 / 0.000179
global route: 139 / 219 / 0.000179
cell type report:
cell class	count	area, um2	area share [%]
sequential	27	540.5	41.03
timing repair buffer	1	10.01	0.7597
multi-input combinational	93	615.6	46.72
clock buffer	3	41.29	3.134
clock inverter	1	5.005	0.3799
tap	75	93.84	7.123
inverter	3	11.26	0.8547
metrics by stage:
| step | setup WS [ps] | util (%) | total power (uW) | instance area [um2] | std cells |
|---|---|---|---|---|---|
| 2_1_floorplan | 3369 | - | 224.4 | 1177 | 125 |
| 3_3_place_gp | 2942 | 21.22 | 224.4 | 1271 | 199 |
| 3_5_place_dp | 2920 | 21.22 | 224.4 | 1271 | 199 |
| 4_1_cts | 2864 | 21.99 | 348.9 | 1318 | 203 |
| 5_1_grt | 2716 | 21.99 | 358.1 | 1318 | 203 |
| 6_report | 2889 | 21.99 | 341.3 | 1318 | 203 |
worst min path at each step:
stage,start,end,slack [ps],cells past startpoint
4_1_cts,clk_cnt[21],clk_cnt[21],460,1
6_report,clk_cnt[21],clk_cnt[21],450,1
5_1_grt,clk_cnt[24],clk_cnt[24],490,1
state kept, by name, summed over array words and instances, names as in the netlist:
signal	cells
clk_cnt	26
inter_clk	1
synthesized netlist by cell type (4+ instances only):
| cell | instances |
|---|---|
| nand4_1 | 6 |
| xor2_1 | 4 |
| nor3_1 | 4 |
| mux2i_1 | 5 |
| xnor2_1 | 14 |
| dfxtp_1 | 27 |
| nand3_1 | 11 |
| and3_1 | 4 |
| nor4_1 | 5 |
| o21ai_0 | 6 |
| nor2_1 | 12 |
| nand2_1 | 6 |
layer usage:
metal	wire (um)	track usage, %
met3	30	0.7047
met2	864	6.663
met4	31	0.7718
met5	0	0
met1	1072	6.040
logic make-up (layout without fill, tap and decap cells):
logic type | after synthesis | in the layout
flip-flops | 27 | 27
XOR/XNOR | 18 | 18
multiplexers | 5 | 5
adder cells (fa/ha/maj) | 2 | 2
buffers and inverters | 5 | 8
AND/OR/NAND/NOR | 61 | 61
AND-OR/OR-AND | 7 | 7
No activity file was given, so power comes from the tool's default toggle rates.
