==> /design/flow/design.v <==
module ud_counter_block(inter_clk, cnt, c, tc);
input inter_clk, cnt;
output tc;
output reg [2:0] c;
assign tc = (cnt == 1'b1)? &c : !(|c);
always @ (posedge inter_clk) 
begin
		if(cnt == 1)
		begin
				c <= c + 1;
			end
		else
		begin
			c <= c;
		end
end
endmodule
==> /design/flow/run.sh <==
#!/bin/bash
# OpenROAD 26Q1-2900-gdf79404cd8, Yosys 0.63+post, stock flow scripts
make -C /OpenROAD-flow-scripts/flow DESIGN_CONFIG=/design/flow/config.mk WORK_HOME=/design/flow/orfs finish
==> /design/flow/config.mk <==
export PLATFORM = sky130hd
export DESIGN_NAME = ud_counter_block
export DESIGN_NICKNAME = ud_counter_block
export VERILOG_FILES = /design/flow/design.v
export SDC_FILE = /design/flow/constraint.sdc
export NUM_CORES = 4
export LEC_CHECK = 1
export CORE_AREA = 10 10 70 70
export DIE_AREA = 0 0 80 80
==> /design/flow/constraint.sdc <==
current_design ud_counter_block

set clk_period 1.5
set clk_io_pct 0.2

create_clock -name clk0 -period $clk_period [get_ports {inter_clk}]

set non_clock_inputs [all_inputs -no_clocks]
set_input_delay [expr $clk_period * $clk_io_pct] -clock clk0 $non_clock_inputs
set_output_delay [expr $clk_period * $clk_io_pct] -clock clk0 [all_outputs]
==> qor.yml <==
min_path:
  worstHoldPathCells: 1
  hp-class: "flip-flop to flip-flop"
placed_design:
  numPlacedInstances: 64
  place_congestion: 0.674
  dpl_cell_area_sq_um: 277
  portBuffers: 5
final_timing:
  setup_viol: 1
  max_freq_mhz: 666
  max_slew.worst_pin.slew_ns: 0.205
  fin_crit_sh_pct: 100
  finalCriticalPeriod_ns: 1.50
  final.setup.worst_slack_ns: -0.00203
  hold_viol: 0
  slew_viol_final: 0
  rsz0062_at_grt: "yes"
  max-slew-margin-rel_pct: 86.3
  tns_ns: -0.00203
  finalClockSkew_ns: 0.00374
yosys:
  synth.cellmix.compoundShare_pct: 5.69
  ys_area_sq_um: 154
  yosysWarnings: 1
  fa_ha_area_share_pct: 24.4
  synth_area_sq_um: 154
  xor_area_share_pct: 0
  ys_top_logic_family: "adder cells"
  ys_cells: 11
  synth_cells: 11
  numSynthFlops: 3
  yosysSeqAreaShare_pct: 58.5
  mux_area_share_pct: 0
  ys_types: 6
  syn_area_per_cell_sq_um: 14.0
  synth-simple-area-share_pct: 6.50
pwr:
  p_int_uw: 235
  vdd_ir_drop_max_mv: 0.139
  power.density_mw_per_mm2: 901
  p_sw_share_pct: 21.1
  power_frac_comb_pct: 15.1
  p_switching_uw: 62.7
  total_power_uw: 298
  p_leak_nw: 0.124
  seq_power_share_pct: 37.5
  clockPowerShare_pct: 47.3
setup_path:
  cp.arrival_ns: 1.20
  crit_path_end_kind: "output port"
  cp_data_required_time_ns: 1.20
  path_class: "flip-flop to output port"
  rrSetupSlack_ns: 0.44
  crit_path_start_kind: "flip-flop"
  crit_path_max_fanout: 3
  r2r_cells: 2
global_routing:
  grt_pass1_vias: 109
  antenna_found_initial: 1
  overflow: 0
  track_usage_pct: 1.18
  grt_start_max_net_pins: 5
  grt_pass1_wl_microns: 503
clock_network:
  cts_buffers: 3
  clk_pin_slew_ns: 0.03
  clock_latency_ns: 0.23
  clock_tree.root_cell: "clkbuf_4"
  cts.path.max_buffers: 2
  cts.htree.levels: 1
  hold_buffers: 0
  cts.sinks: 3
  cts_tree: "yes"
detailed_routing:
  avgRoutedWirePerCell_microns: 5.55
  drcViolationCount: 0
  drtPass1Iterations: 4
  ant_nets: 0
  via_count: 128
  wirelength_microns: 394
  viasPerCell: 1.80
  drtIter0Drc: 3
final_layout:
  regMostFlops: "c"
  final-instance-count-excl-fill: 71
  final_cell_mix: "5 x buf_4, 3 x edfxtp_1, 3 x clkbuf_4, 3 x clkdlybuf4s50_1, 2 x inv_1"
  final_cell_area_sq_um: 330
  fill_cells: 401
  largest_reg_flops: 3
  drive_above_1_share_pct: 54.2
  reg_top3: "c (3)"
  lay_top_count: "buf_4"
  syn_to_final_growth_pct: 115
die:
  ios: 6
  initCoreUtil_pct: 4.51
  die_y_microns: 80
  core.rowCount: 21
  chipArea_sq_mm: 0.00640
  die_x_microns: 80
  core-area_sq_mm: 0.00342
flow_run:
  max-cap-violations: 0
  tool_warnings: 28
run_status:
  violations: "negative setup slack"
  status: "finished with violations"
-- cell type report --
type	count	area (sq um)	share of cell area, %
multi-input combinational	6	73.8	22.3
tap	46	57.6	17.4
clock buffer	4	26.3	7.95
inverter	2	7.51	2.27
sequential	3	90.1	27.3
timing repair buffer	9	72.6	22.0
antenna	1	2.50	0.758
-- path summary, 6_finish.rpt --
path                            startpoint  endpoint
worst max-delay path                  c[0]        tc
worst min register to register        c[0]      c[0]
worst max register to register        c[0]      c[2]
worst min-delay path                  c[0]      c[0]
-- power groups by stage --
stage	Sequential, mW	Combinational [mW]	Clock, mW
after CTS	0.112	0.0445	0.151
after global routing	0.113	0.0525	0.155
final	0.112	0.0451	0.141
-- metal layers --
metal / routed length (microns) / global-route usage, % / vias up
met5: 0 / 0 / -
met4: 0 / 0.528 / 0
met3: 120 / 2.27 / 0
met2: 126 / 0.883 / 6
met1: 147 / 1.14 / 58
li1: - / - / 64
-- stage by stage --
step,util (%),hold slack (ns),setup slack (ns)
after detailed placement,8.10,0.597,-0.286
after CTS,9.38,0.603,-0.0314
after floorplan,-,0.412,0.370
final,9.67,0.608,-0.00203
after global placement,8.10,0.580,-0.281
after global routing,9.67,0.650,-0.0539
-- what timing repair did --
action,CTS,global route
setup endpoints to repair,1,1
buffers inserted,1,1
pin swaps,1,1
resized,8,0
-- critical path, cell delays in order, from the launching register on --
cell	delay, ns
edfxtp_1	0.40
ha_2	0.22
ha_4	0.15
nand2_2	0.05
o21ai_2	0.05
buf_2	0.11
-- cells by family (layout without fill, tap and decap cells) --
logic type,count (synthesis),in the layout
AOI/OAI and AO/OA,1,1
other,0,1
and+or+nand+nor,2,2
adders and majority gates,3,3
DFF,3,3
buffers and inverters,2,15
-- cells in the mapped netlist --
| cell type | n | area [sq um] |
|---|---|---|
| edfxtp_1 | 3 | 90.1 |
| ha_1 | 3 | 37.5 |
| inv_1 | 2 | 7.51 |
| nand2_1 | 1 | 3.75 |
| nand2b_1 | 1 | 6.26 |
| o21ai_2 | 1 | 8.76 |
Power and IR drop assume default switching activity.
