File: ./config.mk
export PLATFORM = sky130hd
export DESIGN_NAME = up_counter
export DESIGN_NICKNAME = up_counter
export VERILOG_FILES = /design/flow/design.v
export SDC_FILE = /design/flow/constraint.sdc
export NUM_CORES = 4
export LEC_CHECK = 1
export CORE_AREA = 10 10 70 70
export DIE_AREA = 0 0 80 80
File: ./run.sh
#!/bin/bash
# OpenROAD 26Q1-2900-gdf79404cd8, Yosys 0.63+post, stock flow scripts
make -C /OpenROAD-flow-scripts/flow DESIGN_CONFIG=/design/flow/config.mk WORK_HOME=/design/flow/orfs finish
File: ./constraint.sdc
current_design up_counter

set clk_period 1.6
set clk_io_pct 0.2

create_clock -name clk0 -period $clk_period [get_ports {inter_clk}]

set non_clock_inputs [all_inputs -no_clocks]
set_input_delay [expr $clk_period * $clk_io_pct] -clock clk0 $non_clock_inputs
set_output_delay [expr $clk_period * $clk_io_pct] -clock clk0 [all_outputs]
File: ./design.v
module up_counter(inter_clk, c);
input inter_clk;
output reg [7:0] c;
always @ (posedge inter_clk)
begin
			c <= c + 1;
end
endmodule
==> impl_metrics.env <==
# yosys + openroad results
export IMPL_holdBufCountCts=0
export IMPL_vias_per_cell=2.49
export IMPL_drive_above_1_share=0.143
export IMPL_grt_pass1_wl_um=1010
export IMPL_antenna_found_initial=0
export IMPL_cts_buffers=3
export IMPL_critPathLaunch="c[2]"
export IMPL_post_synth_cell_area_avg_sq_um=11.5
export IMPL_cts_reportedPaths_clkPinSlew_ns=0.05
export IMPL_top_area_cell="dfxtp_1"
export IMPL_hold_slack_ns=0.430
export IMPL_grt_max_degree=6
export IMPL_path_cells="clkdlybuf4s50_1"
export IMPL_synth_area_sq_um=277
export IMPL_grt_pass1_vias=197
export IMPL_timing_fmax_mhz=668
export IMPL_cts_tree="yes"
export IMPL_pin_count=9
export IMPL_fp_dieH_um=80
export IMPL_largest_register="c"
export IMPL_hold_viol=0
export IMPL_seqCellArea_sq_um=160
export IMPL_relSlewSlack=0.865
export IMPL_largest_reg_flops=8
export IMPL_post_cts_resized=0
export IMPL_cp_buffers_inverters=1
export IMPL_yosysTopAreaCellShare=0.579
export IMPL_dp_hpwl_um=454
export IMPL_stdcell_count=81
export IMPL_vias=202
export IMPL_drv_slew=0
export IMPL_syn_inst=24
export IMPL_switching_share=0.187
export IMPL_drt_iter0_markers=7
export IMPL_cpMaxStageDelayCell="clkdlybuf4s50_1"
export IMPL_p_sw_w=0.0000656
export IMPL_rows=21
export IMPL_setup_tns_ns=0
export IMPL_worst_pin_slew_ns=0.202
export IMPL_cts_buffer_depth=2
export IMPL_synth_cell_types=11
export IMPL_cp_arrival_ns=1.18
export IMPL_reg2reg_from="c[0]"
export IMPL_area_growth_synth_to_final_pct=57.9
export IMPL_die_w_um=80
export IMPL_endpoint="c[2]"
export IMPL_maxCapViolCount=0
export IMPL_critPathMaxFanout=5
export IMPL_rrSetupSlack_ns=0.60
export IMPL_power_w=0.000351
export IMPL_io_buffers=8
export IMPL_p_seq_frac=0.569
export IMPL_place_congestion=0.766
export IMPL_fin_crit_ns=1.50
export IMPL_fillers=399
export IMPL_critPathKind="register to output pin"
export IMPL_clk_latency_ns=0.25
export IMPL_drc=0
export IMPL_grt_overflow_total=0
export IMPL_end_kind="output pin"
export IMPL_drt_first_pass_iters=4
export IMPL_routed_wl_um=601
export IMPL_fin_crit_sh=0.935
export IMPL_ys_cells=24
export IMPL_crit_family="buffers and inverters"
export IMPL_setup_viol=0
export IMPL_cp_start_kind="register"
export IMPL_yosysChipArea_sq_um=277
export IMPL_clock_tree_root_cell="clkbuf_4"
export IMPL_ant_nets=0
export IMPL_initCoreUtil=0.0810
export IMPL_wl_per_cell_um=7.42
export IMPL_reg_top3="c (8)"
export IMPL_p_clk_frac=0.431
export IMPL_critical_path_required_ns=1.28
export IMPL_hold_class="register to register"
export IMPL_diodes=0
export IMPL_coreArea_sq_um=3420
export IMPL_ff2ff_path_depth=3
export IMPL_rsz0062_at_grt="false"
export IMPL_clock_skew_final_ns=0.00109
export IMPL_postSynthSeqShare=0.579
export IMPL_power_internal_w=0.000285
export IMPL_combGateArea_sq_um=113
export IMPL_combinationalPowerShare=0
export IMPL_track_usage=0.0209
export IMPL_utilization=0.128
export IMPL_yosysWarningCount=1
export IMPL_clock_sinks=8
export IMPL_cts_setup_buffers=0
export IMPL_cts_htree_levels=1
export IMPL_max_stage_delay_ns=0.51
export IMPL_dpl_cell_count=78
export IMPL_leakagePower_nw=0.156
export IMPL_r2r_end="c[6]"
export IMPL_ys_ff=8
export IMPL_power_density_nw_per_um2=803
export IMPL_top_cells_by_area="dfxtp_1 58%, xnor2_1 9.5%, xor2_1 9.5%, ha_1 4.5%, nand3_1 3.6%"
export IMPL_status="completed"
export IMPL_die_area_sq_um=6400
export IMPL_warnings=25
export IMPL_worst_path_stages=1
export IMPL_vdd_drop_max_mv=0.385
routing by layer:
layer	vias to the layer above	track usage	wire length [um]	share of wire
met4	0	0.00176	0	0
met3	0	0.0227	105	0.17
met1	90	0.0301	334	0.56
met2	12	0.0193	160	0.27
met5	-	0	0	0
li1	100	-	-	-
layout by cell type (no fill, tap or decap):
| master | count |
|---|---|
| xor2_1 | 3 |
| nand3_1 | 2 |
| inv_1 | 1 |
| and3_1 | 1 |
| clkdlybuf4s50_1 | 8 |
| xnor2_1 | 3 |
| clkbuf_4 | 3 |
| nand2_1 | 2 |
| nand3_2 | 1 |
| ha_1 | 1 |
| nor2_1 | 1 |
| dfxtp_1 | 8 |
| nor3_2 | 1 |
how the worst min path moves through the flow:
stage,endpoint,start,cells after the start,slack (ns)
CTS,c[0],c[0],1,0.43
global route,c[0],c[0],1,0.46
finish,c[0],c[0],1,0.43
synthesized netlist by cell type:
cell,number
dfxtp_1,8
nand3_2,1
ha_1,1
nand2_1,2
nand3_1,2
xnor2_1,3
xor2_1,3
nor3_2,1
inv_1,1
and3_1,1
nor2_1,1
final cells by class:
type	count	area share
flip-flops and latches	8	0.367
inverters	1	0.00860
well taps	46	0.132
multi-input cells	15	0.258
clock buffers	3	0.0516
repair buffers	8	0.183
through the flow:
stage | instance area, sq um | setup slack [ns]
3_5_place_dp | 414 | 0.383
6_report | 437 | 0.104
4_1_cts | 437 | 0.0943
5_1_grt | 437 | 0.0201
2_1_floorplan | 277 | 0.719
3_3_place_gp | 414 | 0.388
kinds of logic (layout without fill, tap and decap cells):
group / count (synthesis) / in the layout / share of synthesized area
flip-flops: 8 / 8 / 0.579
AND/OR/NAND/NOR: 8 / 8 / 0.172
XOR/XNOR: 6 / 6 / 0.190
adder cells (fa/ha/maj): 1 / 1 / 0.0452
buffers and inverters: 1 / 12 / 0.0136
power by group through the flow:
stage	clock network [W]	logic, W	registers, W
finish	0.000151	0.0000000000776	0.000199
global route	0.000178	0.0000000000776	0.000199
CTS	0.000159	0.0000000000776	0.000199
No activity file was given, so power comes from the tool's default toggle rates.
